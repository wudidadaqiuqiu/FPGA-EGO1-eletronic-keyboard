--- /design/flow/design.v ---
module vga (
    input wire clk25,
    output reg hsync,
    output reg vsync,
    output reg [9:0] hc,
    output reg [9:0] vc,
    output reg vidon
);
    parameter hpixels = 10'b1100100000;     
    parameter vlines = 10'b1000001001;     
    parameter hbp = 10'b0010010000;        
    parameter hfp = 10'b1100010000;        
    parameter vbp = 10'b0000011111;        
    parameter vfp = 10'b0111111111;        
    reg vsenable;
    always @(posedge clk25) begin
    if(hc == hpixels - 1)
    begin
        hc <= 0;
        vsenable <= 1;
    end
    else
    begin
        hc <= hc +1;
        vsenable <= 0;
    end 
    end
    always @(*) begin
    if(hc < 96)   
        hsync = 0;
    else
        hsync = 1;
    end
    always @(posedge clk25) begin
    if(vsenable == 1)
    begin
        if(vc == vlines - 1)
            vc <= 0;
        else
            vc <= vc + 1;
    end
    else
        vc <= vc;   
    end
    always @(*) begin
    if(vc < 2)    
        vsync = 0;
    else
        vsync = 1;
    end
    always @(*) begin
    if((hc < hfp)&&(hc >= hbp)&&(vc < vfp)&&(vc >= vbp))
        vidon = 1;
    else
        vidon = 0;
    end
endmodule
module vga_pix (
    input wire [9:0] hc,
    input wire [9:0] vc,
    output wire [9:0] pix_x,
    output wire [9:0] pix_y
);
    parameter hbp = 10'd144;        
    parameter hfp = 10'd784;        
    parameter vbp = 10'b0000011111;        
    parameter vfp = 10'b0111111111;        
    wire pix_data_req ;  
    assign pix_data_req = (((hc >= hbp - 1'b1)
                            && (hc < hfp - 1'b1))
                            &&((vc >= vbp)
                            && (vc < vfp)))
                            ? 1'b1 : 1'b0;
    assign pix_x = (pix_data_req == 1'b1)
            ? (hc - (hbp - 1'b1)) : 10'h3ff;
    assign pix_y = (pix_data_req == 1'b1)
            ? (vc - vbp) : 10'h3ff;
endmodule
module vga_graph (
    input wire vga_clk,
    input wire rst,
    input wire [9:0] pix_x,
    input wire [9:0] pix_y,
    output reg [11:0] pix_data  
);
    parameter BLACK = 12'h000,
            WHITE = 12'hfff,
            RED = 12'hf00,
            GREEN = 12'h0f0,
            BLUE = 12'H00F,
            YELLOW = 12'HFF0,
            FUCHSINE = 12'HF0F,
            CYAN = 12'H0FF,
            GREY = 12'H888,
            DARK_RED = 12'H800,
            DARK_GREEN = 12'H080,
            DARK_BLUE = 12'H008;
    reg [47:0] color_index = {RED, GREEN, BLUE, YELLOW};
    always@(posedge vga_clk or negedge rst) begin
        if(rst == 1'b0)
            pix_data <= 12'd0;
        else if (pix_x >= 0 && pix_x < 640/2 && pix_y >= 0 && pix_y < 480/2)
            if (pix_x < 10 && pix_y < 10) 
               pix_data <= RED;
            else 
                pix_data <= GREY;
        else if (pix_x >= 0 && pix_x < 640/2 && pix_y >= 480/2 && pix_y < 480) 
            pix_data <= GREEN;
        else if (pix_x >= 640/2 && pix_x < 640 && pix_y >= 0 && pix_y < 480/2) 
            pix_data <= YELLOW;
        else if (pix_x >= 640/2 && pix_x < 640 && pix_y >= 480/2 && pix_y < 480) 
            pix_data <= BLUE;
        else
            pix_data <= 12'd0;
    end
endmodule
module vga_driver (
    input wire clk,
    input wire rst,
    input wire [11:0] pix_data,
    output wire vga_clk,
    output wire hsync,
    output wire vsync,
    output wire [11:0] rgb,
    output wire [9:0] pix_x,
    output wire [9:0] pix_y
);
    wire [9:0] hc;
    wire [9:0] vc;
    wire vidon;
    clkdiv vga_clk_div(.clk(clk), .clk25(vga_clk));
    vga vga_(.clk25(vga_clk), .hsync(hsync), .vsync(vsync), .hc(hc), .vc(vc), .vidon(vidon));
    vga_pix pix(.hc(hc), .vc(vc), .pix_x(pix_x), .pix_y(pix_y));
    assign rgb = (vidon == 1'b1) ? pix_data : 16'b0 ;
endmodule
module clkdiv (
    input wire clk,
    output wire clk25
);
    reg [21:0] q;
    always@(posedge clk)   begin
    if(q == 22'd4194303)
        q <= 0;
    else
        q <= q + 1;
    end
    assign clk25 = q[1];
endmodule
--- /design/flow/config.mk ---
export PLATFORM = sky130hd
export DESIGN_NAME = vga_driver
export DESIGN_NICKNAME = vga_driver
export VERILOG_FILES = /design/flow/design.v
export SDC_FILE = /design/flow/constraint.sdc
export NUM_CORES = 4
export LEC_CHECK = 1
export CORE_UTILIZATION = 50
--- /design/flow/run.sh ---
#!/bin/bash
# OpenROAD 26Q1-2900-gdf79404cd8, Yosys 0.63+post, stock flow scripts
make -C /OpenROAD-flow-scripts/flow DESIGN_CONFIG=/design/flow/config.mk WORK_HOME=/design/flow/orfs finish
--- /design/flow/constraint.sdc ---
current_design vga_driver

set clk_period 3.4
set clk_io_pct 0.2

create_clock -name clk0 -period $clk_period [get_ports {clk}]

set non_clock_inputs [all_inputs -no_clocks]
set_input_delay [expr $clk_period * $clk_io_pct] -clock clk0 $non_clock_inputs
set_output_delay [expr $clk_period * $clk_io_pct] -clock clk0 [all_outputs]
==> flow_metrics.py <==
# Physical implementation metrics
metrics = {
    "timing": {
        "worstMarginPinSlew_ps": 864,
        "fin_tns_setup_ps": 0,
        "max_slew_margin_pct": 42.3,
        "untimed_endpoints": 53,
        "fin_crit_ps": 2380,
        "fmax_mhz": 420,
        "setup_viol_count_final": 0,
        "finalClockPeriodUsage_pct": 70.0,
        "rsz0062_at_grt": "false",
        "skew_ps": 2.91,
        "finalHoldViolCount": 0,
        "unclocked_pins": 21,
        "drv_slew": 0,
    },
    "power_and_ir_drop": {
        "peakVddDrop_mv": 0.266,
        "p_leak_uw": 0.00100,
        "total_power_uw": 421,
        "powerDensity_mw_per_mm2": 148,
    },
    "detailed_routing": {
        "route.detailed.drc": 0,
        "wl_per_cell_um": 12.9,
        "wl_um": 4520,
        "viasPerCell": 5.29,
        "num_antenna_cells": 0,
        "drtIter0Drc": 115,
        "postRouteAntennaNets": 0,
        "vias": 1853,
        "firstDrtPassIters": 4,
    },
    "setup_path": {
        "startpoint": "pix_data[5]",
        "rr_worst_depth": 4,
        "startpoint_type": "input pin",
        "slowest_delay_ps": 460,
        "cp_max_fo": 1,
        "rrSetupSlack_ps": 1160,
        "crit_type": "in2out",
        "required_ps": 2720,
        "crit_chain": "clkdlybuf4s50_1, and2_1, clkdlybuf4s50_1",
        "endpoint_kind": "primary output",
        "reg2reg_to": "vga_clk_div.q[19]$_SDFF_PN0_",
        "slowest_stage": "clkdlybuf4s50_1",
        "reg2reg_from": "vga_clk_div.q[1]$_SDFF_PN0_",
        "arrival_ps": 1700,
        "cp_num_buf_inv": 2,
        "cp_top_family": "buffers and inverters",
        "crit_path_end": "rgb[5]",
        "cp_common_cell": "clkdlybuf4s50_1",
        "path_depth": 3,
    },
    "finish": {
        "n_fill_cell": 386,
        "layout-drive-gt1-share_pct": 3.69,
        "area_growth_pct": 22.6,
        "final_cell_mix": "47 x clkdlybuf4s50_1, 33 x dfxtp_1, 29 x nor2_1, 28 x xnor2_1, 26 x nand3_1",
        "mostFrequentLayoutCell": "clkdlybuf4s50_1",
    },
    "synthesis": {
        "synth_cell_types": 40,
        "syn-mean-instance-area_um2": 8.95,
        "netlist_area_mm2": 0.00233,
        "synth_chip_area_mm2": 0.00233,
        "yosys_warnings": 2,
        "yosysCellCount": 260,
        "synthCells": 260,
        "synth_flops": 43,
        "ys_seq_share_pct": 41.3,
    },
    "clock_tree": {
        "cts_tree": "built",
        "htree_levels": 1,
        "ctsHoldBuffers": 0,
        "postCtsResizedCells": 0,
        "cts_root_buf": "clkbuf_8",
        "post_cts_buffers": 0,
        "clock_latency_ps": 250,
        "cts_made_buffers": 3,
        "cts.path.max_buffers": 2,
        "clkTransAtPathRegs_ps": 70,
    },
    "placement": {
        "place_congestion": 0.877,
        "dp_hpwl_um": 3400,
        "portBuffers": 47,
    },
    "die": {
        "rows": 24,
        "chip_area_mm2": 0.00493,
        "die-width_um": 70.2,
        "floorplan.core_util_pct": 52.7,
        "die_h_um": 70.2,
        "pin_count": 49,
        "core_area_mm2": 0.00441,
    },
    "grt": {
        "grt_overflow": 0,
        "track_usage_pct": 19.3,
        "grt_pass1_wl_um": 7700,
        "grt_pass1_vias": 1654,
        "antenna_found_initial": 0,
        "grt_max_degree": 27,
    },
    "hold_path": {
        "hp-class": "reg2reg",
    },
    "run": {
        "cap_violations": 0,
        "tool_warnings": 30,
    },
    "status": {
        "outcome": "complete, no violations",
    },
}
[layout make-up]
class / count / area, um2 / share of cell area [%]
clock buffer: 3 / 41.3 / 1.45
sequential: 43 / 961 / 33.7
tap: 52 / 65.1 / 2.28
multi-input combinational: 193 / 1260 / 44.1
inverter: 9 / 33.8 / 1.18
timing repair buffer: 50 / 493 / 17.3
[sequential cells by signal, summed over array words and instances (netlist names)]
signal and count:
vga_.hc 10, vga_.vsenable 1, vga_clk_div.q 22, vga_.vc 10
[routing by layer]
layer	track usage (%)	routed length, um	share of wire [%]
met5	0	0	0
met4	2.44	48	1.1
met3	1.17	102	2.3
met2	31.0	2130	47
met1	31.1	2240	50
[cell usage after synthesis (all sizes together)]
cell type / instances / area (um2)
nor3: 5 / 25.0
xnor2: 28 / 245
and3: 2 / 12.5
a21o: 1 / 7.51
a311o: 1 / 10.0
dfxtp: 33 / 661
o22ai: 3 / 18.8
o21ai: 1 / 5.00
or4b: 2 / 20.0
nor2: 29 / 109
a21oi: 4 / 20.0
inv: 9 / 33.8
or2: 2 / 12.5
or3: 3 / 23.8
o31a: 1 / 8.76
nand4: 11 / 68.8
xor2: 13 / 114
nand4b: 1 / 8.76
nand3b: 2 / 15.0
buf: 5 / 33.8
nor2b: 4 / 25.0
clkbuf: 10 / 38.8
nand3: 26 / 130
o31ai: 2 / 15.0
o41ai: 1 / 8.76
or4: 5 / 37.5
nor4: 5 / 31.3
a2111oi: 2 / 23.8
and4: 6 / 52.6
edfxtp: 10 / 300
ha: 5 / 62.6
and2: 12 / 75.1
a211oi: 2 / 20.0
nand2: 14 / 52.6
[power breakdown]
| part | switching, uW | internal, uW |
|---|---|---|
| combinational | 1.09 | 11.8 |
| sequential | 0 | 258 |
| clock | 71.8 | 78.7 |
[logic make-up (layout without fill, tap and decap cells)]
logic type / count (synthesis) / after routing / share of synthesized area [%]
and+or+nand+nor: 129 / 129 / 30.1
buffers and inverters: 24 / 62 / 4.57
adders and majority gates: 5 / 5 / 2.69
DFF: 43 / 43 / 41.3
AOI/OAI and AO/OA: 18 / 18 / 5.92
xor gates and xnor gates: 41 / 41 / 15.4
[through the flow]
stage | instance area, um2 | util (%) | worst slack [ps] | hold WS (ps) | std cells
after floorplan | 2330 | - | 1610 | 434 | 260
after detailed placement | 2810 | 63.7 | 1010 | 453 | 347
final | 2850 | 64.6 | 1020 | 463 | 350
after CTS | 2850 | 64.6 | 1010 | 468 | 350
after global placement | 2810 | 63.7 | 1020 | 450 | 347
after global routing | 2850 | 64.6 | 908 | 493 | 350
[how the worst min path moves through the flow]
stage | from | slack, ps | endpoint | depth (start not counted)
final | vga_clk_div.q[12]$_SDFF_PN0_ | 460 | vga_clk_div.q[12]$_SDFF_PN0_ | 1
after CTS | vga_clk_div.q[12]$_SDFF_PN0_ | 470 | vga_clk_div.q[12]$_SDFF_PN0_ | 1
after global routing | vga_clk_div.q[20]$_SDFF_PN0_ | 490 | vga_clk_div.q[20]$_SDFF_PN0_ | 1
