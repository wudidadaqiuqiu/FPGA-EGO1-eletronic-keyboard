$ cat design/flow/run.sh
#!/bin/bash
# OpenROAD 26Q1-2900-gdf79404cd8, Yosys 0.63+post, stock flow scripts
make -C /OpenROAD-flow-scripts/flow DESIGN_CONFIG=/design/flow/config.mk WORK_HOME=/design/flow/orfs finish
$ cat design/flow/config.mk
export PLATFORM = sky130hd
export DESIGN_NAME = keyboard
export DESIGN_NICKNAME = keyboard
export VERILOG_FILES = /design/flow/design.v
export SDC_FILE = /design/flow/constraint.sdc
export NUM_CORES = 4
export LEC_CHECK = 1
export CORE_UTILIZATION = 50
$ cat design/flow/constraint.sdc
current_design keyboard

set clk_period 4.5
set clk_io_pct 0.2

create_clock -name clk0 -period $clk_period [get_ports {clk}]

set non_clock_inputs [all_inputs -no_clocks]
set_input_delay [expr $clk_period * $clk_io_pct] -clock clk0 $non_clock_inputs
set_output_delay [expr $clk_period * $clk_io_pct] -clock clk0 [all_outputs]
$ cat design/flow/design.v
module keyboard_scan(
    input clk,
    input rst,
    input PS2C,
    input PS2D,
    output wire [15:0] xkey,
    output wire [21:0] data,
    output reg data_in
	);
    reg PS2Cf;
    reg PS2Df;
    reg [0:4] cnt;
    reg [0:7] smg;
    reg [3:0] num;
    reg [1:0] clk_25MHz;
    reg [7:0] ps2c_filter,ps2d_filter;
    reg [10:0] shift1,shift2;
    reg DIR = 1'b0;
    always @(posedge clk) begin   
		if(clk_25MHz >= 3) begin
			DIR <= 1'b1;
			clk_25MHz <= 0;
		end else begin
			clk_25MHz <= clk_25MHz + 1;
			DIR <= 1'b0;
		end
    end
    always @(posedge DIR) begin
        if(!rst) begin
            ps2c_filter <= 0;
            ps2d_filter <= 0;
            PS2Cf <= 1;
            PS2Df <= 1;
		end else begin
            ps2c_filter[7]<=PS2C;
            ps2c_filter[6:0]<=ps2c_filter[7:1];
            ps2d_filter[7]<=PS2D;
            ps2d_filter[6:0]<=ps2d_filter[7:1];
            if(ps2c_filter==8'b11111111)
                PS2Cf <= 1;
            else if(ps2c_filter == 8'b00000000)
                PS2Cf <= 0;
            if(ps2d_filter == 8'b11111111)
                PS2Df <= 1;
            else if(ps2d_filter == 8'b00000000)
                PS2Df <= 0;
		end
	end
    reg [3:0] count;
    always @(negedge PS2Cf or negedge rst) begin
		if(!rst) begin
			count <= 0;
		end else begin
			if (count >= 10 && PS2Df == 1'b1) begin
				count <= 0;
				data_in <= 1'b1;
			end else begin
				data_in <= 1'b0;
				count <= count + 1;
			end
		end 
    end
    always @(negedge PS2Cf or negedge rst) begin
		if(!rst) begin
			shift1 <= 0;
			shift2 <= 0;
		end else begin
			shift1 <= {PS2Df,shift1[10:1]};
			shift2 <= {shift1[0],shift2[10:1]};
		end 
    end
    assign xkey = {shift2[8:1],shift1[8:1]};
    assign data = {shift2, shift1};
endmodule
module keyboard_driver (
    input clk,
    input rst,
    input PS2C,
    input PS2D,
    output reg [20:0] alpha_table
	);
    parameter [4:0] Q_INDEX =5'b00000,
                    W_INDEX =5'b00001,
                    E_INDEX =5'b00010,
                    R_INDEX =5'b00011,
                    T_INDEX =5'b00100,
                    Y_INDEX =5'b00101,
                    U_INDEX =5'b00110,
                    A_INDEX =5'b00111,
                    S_INDEX =5'b01000,
                    D_INDEX =5'b01001,
                    F_INDEX =5'b01010,
                    G_INDEX =5'b01011,
                    H_INDEX =5'b01100,
                    J_INDEX =5'b01101,
                    Z_INDEX =5'b01110,
                    X_INDEX =5'b01111,
                    C_INDEX =5'b10000,
                    V_INDEX =5'b10001,
                    B_INDEX =5'b10010,
                    N_INDEX =5'b10011,
                    M_INDEX =5'b10100;
    wire [15:0] xkey;
    wire [21:0] ps_data;
    wire data_in;
    keyboard_scan scan(.clk(clk), .rst(rst), .PS2C(PS2C), .PS2D(PS2D), 
                        .xkey(xkey), .data(ps_data), .data_in(data_in));
    wire [7:0] now_key, pre_key;
    wire [10:0] now_frame, pre_frame;
    assign now_key = xkey[7:0];
    assign pre_key = xkey[15:8];
    assign now_frame = ps_data[10:0];
    assign pre_frame = ps_data[21:11];
    always @(posedge clk) begin
		if (!rst) begin
			alpha_table <= 0;
		end else if (data_in) begin
			if (now_frame[10] == 1 && now_frame[0] == 0 && pre_frame[10] == 1 && pre_frame[0] == 0) begin
				if (pre_key == 8'hf0) begin
					alpha_table <= 0;
				end else begin
					case (now_key)
						8'h15: alpha_table[Q_INDEX] <= 1;
						8'h1d: alpha_table[W_INDEX] <= 1;
						8'h24: alpha_table[E_INDEX] <= 1;
						8'h2d: alpha_table[R_INDEX] <= 1;
						8'h2c: alpha_table[T_INDEX] <= 1;
						8'h35: alpha_table[Y_INDEX] <= 1;
						8'h3c: alpha_table[U_INDEX] <= 1;
						8'h1c: alpha_table[A_INDEX] <= 1;
						8'h1b: alpha_table[S_INDEX] <= 1;
						8'h23: alpha_table[D_INDEX] <= 1;
						8'h2b: alpha_table[F_INDEX] <= 1;
						8'h34: alpha_table[G_INDEX] <= 1;
						8'h33: alpha_table[H_INDEX] <= 1;
						8'h3b: alpha_table[J_INDEX] <= 1;
						8'h1a: alpha_table[Z_INDEX] <= 1;
						8'h22: alpha_table[X_INDEX] <= 1;
						8'h21: alpha_table[C_INDEX] <= 1;
						8'h2a: alpha_table[V_INDEX] <= 1;
						8'h32: alpha_table[B_INDEX] <= 1;
						8'h31: alpha_table[N_INDEX] <= 1;
						8'h3a: alpha_table[M_INDEX] <= 1;
					default begin
					end
					endcase
				end
			end
        end
    end
endmodule
module key_process (
	input wire clk,
	input wire rst,
	input wire [20:0] alpha_table,
	output reg [20:0] updated_table
	);
	reg [20:0] pre_key_out=21'b0;
	always@(posedge clk) begin
		if (!rst) begin
			pre_key_out <= alpha_table;
			updated_table <= 0;
		end else begin
			pre_key_out <= alpha_table;
			if (pre_key_out < alpha_table) begin
				updated_table <= (alpha_table - pre_key_out);
			end else if (pre_key_out > alpha_table) begin
				updated_table <= alpha_table;
			end
		end
    end
endmodule
module keyboard (
	input clk,
    input rst,
    input PS2C,
    input PS2D,
    output wire [20:0] key_alpha_table,
	output wire [20:0] updated_table
);
	keyboard_driver driver(.clk(clk), .rst(rst), .PS2C(PS2C), .PS2D(PS2D), .alpha_table(key_alpha_table));
	key_process process(.clk(clk), .rst(rst), .alpha_table(key_alpha_table), .updated_table(updated_table));
endmodule
==> node_exporter_impl.prom <==
# HELP chip_impl_metric Yosys and OpenROAD flow results
# TYPE chip_impl_metric gauge
chip_impl_info{name="result_of_the_run",value="completed"} 1
chip_impl_metric{name="min_period_over_period",unit=""} 0.634
chip_impl_metric{name="final.min_clock_period",unit="ps"} 2850
chip_impl_metric{name="synth-edff-count",unit=""} 1
chip_impl_info{name="setup_repair_after_global_routing_missed_its_margin",value="no"} 1
chip_impl_info{name="flop_cell",value="dfxtp_1"} 1
chip_impl_metric{name="cellInternalPower",unit="W"} 0.000860
chip_impl_info{name="rr_startpoint",value="driver.alpha_table[8]$_SDFFE_PN0P_"} 1
chip_impl_metric{name="drive_gt1_frac",unit=""} 0.0624
chip_impl_metric{name="drc",unit=""} 0
chip_impl_info{name="hold_path_startpoint",value="driver.alpha_table[10]$_SDFFE_PN0P_"} 1
chip_impl_info{name="layout_top_cell",value="dfxtp_1"} 1
chip_impl_metric{name="rows",unit=""} 35
chip_impl_metric{name="yosys-stat-cells",unit=""} 514
chip_impl_info{name="startpoint_type",value="register"} 1
chip_impl_metric{name="synth_cell_type_count",unit=""} 65
chip_impl_metric{name="finalWeightedCongestion",unit=""} 0.972
chip_impl_metric{name="wire_length_of_the_first_global_routing_pass",unit="µm"} 18300
chip_impl_metric{name="number_of_global_route_vias_before_repair",unit=""} 3515
chip_impl_metric{name="drtIter0Drc",unit=""} 142
chip_impl_metric{name="peakVddDrop",unit="µV"} 110
chip_impl_metric{name="num_vias",unit=""} 3752
chip_impl_metric{name="synthesis.yosys.warnings",unit=""} 3
chip_impl_metric{name="synth.ff_latch_count",unit=""} 111
chip_impl_metric{name="unclocked_pins",unit=""} 45
chip_impl_metric{name="power.switching_fraction",unit=""} 0.221
chip_impl_metric{name="switching_power",unit="W"} 0.000244
chip_impl_metric{name="finalNonFillerCells",unit=""} 690
chip_impl_metric{name="detail_route.vias_per_cell",unit=""} 5.44
chip_impl_info{name="r2r-end",value="process.updated_table[18]$_SDFFE_PN0P_"} 1
chip_impl_metric{name="postCtsSetupRepairBufs",unit=""} 0
chip_impl_metric{name="power.share.combinational",unit=""} 0.019
chip_impl_metric{name="path_clk_slew",unit="ps"} 80
chip_impl_metric{name="cts.hold.buffers_added",unit=""} 0
chip_impl_info{name="whs_endpoint",value="process.pre_key_out[10]$_DFF_P_"} 1
chip_impl_metric{name="r2r_cells",unit=""} 9
chip_impl_metric{name="netlist_area_pre_place",unit="µm²"} 4800
chip_impl_metric{name="grt_max_degree",unit=""} 39
chip_impl_metric{name="die_height",unit="µm"} 100
chip_impl_metric{name="max_freq",unit="MHz"} 350
chip_impl_metric{name="worstSkewPairLatency",unit="ps"} 350
chip_impl_metric{name="post_cts_resize_count",unit=""} 0
chip_impl_metric{name="area_growth",unit="%"} 15.6
chip_impl_metric{name="clkPwrFrac",unit=""} 0.452
chip_impl_metric{name="dp_cells",unit=""} 674
chip_impl_metric{name="chip_area",unit="µm²"} 10000
chip_impl_metric{name="fin_skew",unit="ps"} 13.2
chip_impl_info{name="final_layout_top_logic_cells",value="84 x dfxtp_1, 55 x nor2_1, 45 x nand2_1"} 1
chip_impl_info{name="worstHoldPathType",value="reg2reg"} 1
chip_impl_info{name="worstSetupEndpointType",value="register"} 1
chip_impl_metric{name="relative_slew_slack",unit=""} 0.511
chip_impl_metric{name="syn_inst",unit=""} 514
chip_impl_metric{name="drt-wirelength-per-cell",unit="µm"} 16.0
chip_impl_info{name="cts_root_buf",value="clkbuf_8"} 1
chip_impl_metric{name="unconstrained_endpoints",unit=""} 46
chip_impl_metric{name="n_diodes",unit=""} 0
chip_impl_metric{name="sequentialPowerShare",unit=""} 0.529
chip_impl_metric{name="floorplan.die.width",unit="µm"} 100
chip_impl_metric{name="synth.yosys.chip_area",unit="µm²"} 4800
chip_impl_metric{name="number_of_openroad_warnings",unit=""} 27
chip_impl_metric{name="number_of_antenna_violations_at_the_first_check_in_global_routing",unit=""} 0
chip_impl_metric{name="totalNegativeSetupSlack",unit="ps"} 0
chip_impl_metric{name="post_dp_hpwl",unit="µm"} 8350
chip_impl_metric{name="detail-route-antenna-nets",unit=""} 0
chip_impl_metric{name="cts-buffers-inserted",unit=""} 9
chip_impl_metric{name="power.density",unit="nW/µm²"} 199
chip_impl_metric{name="synth_async_sr_flop_share",unit=""} 0.234
chip_impl_metric{name="leakage_power_of_the_design",unit="nW"} 2.27
chip_impl_metric{name="io_pins",unit=""} 46
chip_impl_metric{name="cts_htree_levels",unit=""} 3
chip_impl_metric{name="global_route.usage.total",unit=""} 0.245
chip_impl_info{name="criticalPathCategory",value="reg2reg"} 1
chip_impl_metric{name="coreArea",unit="µm²"} 9280
chip_impl_metric{name="timing.hold.worst_path_depth",unit=""} 0
chip_impl_metric{name="mapped_avg_cell_area",unit="µm²"} 9.35
chip_impl_metric{name="worst_ep_required_time",unit="ps"} 4740
chip_impl_info{name="tritoncts",value="built"} 1
chip_impl_metric{name="timing.critical_path.arrival",unit="ps"} 3100
chip_impl_metric{name="cp_max_fo",unit=""} 21
chip_impl_metric{name="hold_viol_final",unit=""} 0
chip_impl_metric{name="grt_overflow",unit=""} 0
chip_impl_metric{name="report.final.setup_viol",unit=""} 0
chip_impl_metric{name="length_of_the_first_detailed_routing_pass_in_iterations",unit=""} 5
chip_impl_metric{name="final-max-slew-violation-count",unit=""} 0
chip_impl_metric{name="buffer_ports.inserted",unit=""} 45
chip_impl_metric{name="yosys.stat.seqShare",unit=""} 0.492
chip_impl_metric{name="drt_wl_total",unit="µm"} 11000
chip_impl_metric{name="clk_path_buf_depth",unit=""} 2
chip_impl_metric{name="timing.reg2reg.setup_slack",unit="ps"} 1650
chip_impl_metric{name="maxCapViolations",unit=""} 0
chip_impl_metric{name="floorplanUtilization",unit=""} 0.517
chip_impl_metric{name="timing_worst_slew_pin_value",unit="ps"} 734
per-layer routing:
layer | part of all wire | GRT usage
met1 | 0.48 | 0.395
met2 | 0.44 | 0.362
met3 | 0.063 | 0.0489
met4 | 0.024 | 0.0491
met5 | 0 | 0
state kept, by name (all words and copies together), names as in the netlist:
name                     flops
driver.alpha_table          21
driver.scan.DIR              1
driver.scan.PS2Cf            1
driver.scan.PS2Df            1
driver.scan.clk_25MHz        2
driver.scan.count            4
driver.scan.data_in          1
driver.scan.ps2c_filter      8
driver.scan.ps2d_filter      8
driver.scan.shift1          11
driver.scan.shift2          11
process.pre_key_out         21
process.updated_table       21
cell usage after synthesis (3+ instances only):
cell      instances  area [µm²]
a311oi_1          3        26.3
a21oi_1          41         205
nand4_1          12        75.1
nor4_1            5        31.3
o21a_1            3        22.5
xnor2_1           5        43.8
o211ai_1          4        30.0
a211oi_1          7        52.6
o22ai_1           3        18.8
a21o_1            8        60.1
nor4b_1           3        26.3
dfxtp_1          84        1680
nor2b_1           5        31.3
xor2_1            3        26.3
nor3b_1           4        30.0
and2_1           21         131
a31oi_1          12        75.1
o21bai_1          5        37.5
nand3_1          14        70.1
nor2_1           55         206
inv_1            32         120
o21ai_0          21         105
nand2_1          45         169
or3_1             3        18.8
dfrtn_1          26         651
buf_2             7        35.0
nand2b_1          6        37.5
ha_1             24         300
nor3_1            3        15.0
clkbuf_1          7        26.3
power by group through the flow:
stage	Clock, W	Combinational [W]	Sequential (W)
after CTS	0.000513	0.0000214	0.000584
final	0.000499	0.0000212	0.000584
after global routing	0.000541	0.0000238	0.000584
cell families (layout without fill, tap and decap cells):
group	Yosys count	after routing	share of synthesized area
flops	111	111	0.492
xor+xnor	8	8	0.0146
compound gates	131	131	0.185
simple gates	182	182	0.184
buf+inv	52	99	0.0461
mux	5	5	0.0112
fa+ha+maj	25	25	0.0667
through the flow:
step | utilization | hold slack [ps] | instance area, µm² | worst slack [ps] | total power [W]
floorplan | - | 363 | 4800 | 2160 | 0.000607
global route | 0.598 | 420 | 5550 | 1490 | 0.00115
detailed placement | 0.576 | 393 | 5350 | 1670 | 0.000619
CTS | 0.598 | 404 | 5550 | 1660 | 0.00112
global placement | 0.576 | 383 | 5350 | 1760 | 0.000619
finish | 0.598 | 405 | 5550 | 1650 | 0.00110
how the worst max path moves through the flow:
| stage | start | end | slack, ps |
|---|---|---|---|
| after CTS | driver.alpha_table[8]$_SDFFE_PN0P_ | process.updated_table[18]$_SDFFE_PN0P_ | 1660 |
| after global routing | driver.alpha_table[8]$_SDFFE_PN0P_ | process.updated_table[18]$_SDFFE_PN0P_ | 1490 |
| final | driver.alpha_table[8]$_SDFFE_PN0P_ | process.updated_table[18]$_SDFFE_PN0P_ | 1650 |
worst max-delay path, stage by stage (launching register included):
cell and delay (ps):
dfxtp_1 370, ha_1 500, a21o_1 190, a21oi_1 70, and2_1 170, a21bo_2 260, o21ai_4 350, buf_4 330
nand2_2 120, o41ai_2 380
area by class of cell:
class	instances	area [µm²]
clock buffers	10	138
clock inverters	6	65.1
fillers	816	3730
inverters	33	124
multi-input cells	351	2220
flip-flops and latches	111	2360
well taps	129	161
repair buffers	50	483
Power is estimated from default activity; no workload was simulated.
