===== design.v =====
module audio_port(
    input clk, 
    input [4:0] tone, 
    output wire sd, 
    output reg audio_out 
    );
    reg [20:0] count,COUNT; 
    reg [20:0] buffer[20:0]; 
    assign sd=1;
    initial begin
        buffer[1]=21'd191110;
        buffer[2]=21'd170259;
        buffer[3]=21'd151685;
        buffer[4]=21'd143172;
        buffer[5]=21'd127554;
        buffer[6]=21'd113636;
        buffer[7]=21'd101239;
        buffer[8]=21'd95557;
        buffer[9]=21'd85131;
        buffer[10]=21'd75844;
        buffer[11]=21'd71689;
        buffer[12]=21'd63776;
        buffer[13]=21'd56818;
        buffer[14]=21'd50620;
        buffer[15]=21'd47778;
        buffer[16]=21'd42566;
        buffer[17]=21'd37951;
        buffer[18]=21'd35793;
        buffer[19]=21'd31888;
        buffer[20]=21'd28409;
        buffer[21]=21'd25310;
	end
    always @ (posedge clk) begin
		if(count>=COUNT&&COUNT!=1) begin
			count<=0;
			audio_out<=~audio_out;                  
		end else if(COUNT==1)
			audio_out<=0;
		else
			count<=count+1'b1;
	end
    always @(tone) begin
      	if(tone>=1&&tone<=21)
			COUNT=buffer[tone];
      	else
			COUNT=1;
	end
endmodule

===== constraint.sdc =====
current_design audio_port

set clk_period 6.4
set clk_io_pct 0.2

create_clock -name clk0 -period $clk_period [get_ports {clk}]

set non_clock_inputs [all_inputs -no_clocks]
set_input_delay [expr $clk_period * $clk_io_pct] -clock clk0 $non_clock_inputs
set_output_delay [expr $clk_period * $clk_io_pct] -clock clk0 [all_outputs]

===== config.mk =====
export PLATFORM = sky130hd
export DESIGN_NAME = audio_port
export DESIGN_NICKNAME = audio_port
export VERILOG_FILES = /design/flow/design.v
export SDC_FILE = /design/flow/constraint.sdc
export NUM_CORES = 4
export LEC_CHECK = 1
export CORE_UTILIZATION = 30

===== run.sh =====
#!/bin/bash
# OpenROAD 26Q1-2900-gdf79404cd8, Yosys 0.63+post, stock flow scripts
make -C /OpenROAD-flow-scripts/flow DESIGN_CONFIG=/design/flow/config.mk WORK_HOME=/design/flow/orfs finish

==> impl_metrics.toml <==
# generated from flow reports
[run_status]
outcome = "finished clean"

[clocking]
post-cts-setup-buffer-count = 0
clock_tree.htree_level_count = 1
tritoncts = "yes"
cts_resized = 0
clock.latency.late_pin_ps = 270
cts_hold_buf = 0
clock_sinks = 22
numCtsBuffers = 3
path_clk_slew_ps = 70
ctsRootBufferMaster = "clkbuf_8"
cts_buffer_depth = 2

[hold_path]
min_from = "count[18]$_SDFFE_PP0P_"
min-delay-path-class = "register to register"
min_to = "count[18]$_SDFFE_PP0P_"
whs_path_depth = 2

[routing]
first_pass_iters = 5
via_count = 2010
viasPerCell = 5.52
ant_nets = 0
avgRoutedWirePerCell_um = 13.7
first_iter_violations = 146
antenna_cells = 0
drc = 0
wl_um = 4980

[synthesis]
yosysChipArea_um2 = 2070
ys.flops = 22
yosysCellCount = 290
synth_area_um2 = 2070
synth.distinct_cells = 46
syn_avg_cell_area_um2 = 7.13
syn_inst = 290
yosys_warnings = 1
ys_seq_frac = 0.218

[floorplan]
fp-utilization = 0.318
die-area_um2 = 7230
rows = 29
core_area_um2 = 6490
die_h_um = 85.0
pin_count = 8
die_w_um = 85.0

[worst_setup_path]
rr_endpoint = "count[15]$_SDFFE_PP0P_"
crit_family = "AND-OR/OR-AND gates"
crit_slowest_cell = "clkdlybuf4s50_1"
crit_chain = "clkdlybuf4s50_1 > nor2_1 > a2bb2oi_1 > o21a_1 > o211ai_1 > ha_1 > a21oi_1 > o22ai_1 > a2111o_1 > or3_1 > or4_1 > nand3_1"
r2r_cells = 7
cp.required_ps = 6600
crit_path_end_kind = "register"
worstSetupStartpointType = "input pin"
crit_type = "input pin to register"
cp.arrival_ps = 5520
slowest_delay_ps = 900
path_buffers = 1
path_max_fanout = 21
reg2reg_from = "count[10]$_SDFFE_PP0P_"
rrSetupSlack_ps = 3740

[power]
peakVddDrop_mv = 0.114
p_int_uw = 352
p_comb_frac = 0.409
pwr-share-seq = 0.364
swShare = 0.385
leakagePower_uw = 0.000913
clkPwrFrac = 0.227
net-switching-power_uw = 221
pwr_density_cell_nw_per_um2 = 254
power_uw = 573

[place]
post-dp-hpwl_um = 3660
place_inst = 360
gp_congestion = 0.952
port_buffers = 6

[finish]
lay_top_cells = "nand2_1 (33), o21ai_0 (28), a21oi_1 (26), ha_1 (26), nor2_1 (23)"
lay_top_count = "nand2_1"
layout-drive-gt1-share = 0.0383
final_cells = 364
areaGrowthSynthToFinish_pct = 9.32

[final_timing]
tns_ps = 0
rsz0062_at_grt = "false"
slew_violations = 0
maxSlewHeadroom = 0.552
final-hold-violation-count = 0
min_period_ps = 5320
finalCritPeriodShare = 0.831
finalClockSkew_ps = 12.2
setup_viol = 0
fmax_ghz = 0.188
worst_slew_pin_slew_ps = 670

[flow_run]
warnings = 31
maxCapViolCount = 0

[global_route]
grt_pass1_wl_um = 8480
gr-total-overflow = 0
grtUsageTotal = 0.143
grt_pass1_vias = 1723
antenna_found_initial = 0
grt_max_degree = 38
Yosys cell counts (all sizes together):
cell type | number | share of area
or4 | 3 | 0.011
a22o | 1 | 0.0042
o211ai | 6 | 0.022
a21boi | 2 | 0.0073
mux2 | 1 | 0.0054
a211oi | 3 | 0.011
edfxtp | 1 | 0.015
and4 | 1 | 0.0042
o221ai | 1 | 0.0042
o2bb2ai | 2 | 0.0085
ha | 26 | 0.16
o311ai | 2 | 0.0085
or3 | 5 | 0.018
nor2b | 1 | 0.0030
nor2 | 23 | 0.042
o21a | 1 | 0.0036
o21ai | 30 | 0.073
a2bb2oi | 1 | 0.0042
buf | 1 | 0.0036
a211o | 1 | 0.0042
nor4 | 2 | 0.0061
and3 | 5 | 0.015
nand3 | 15 | 0.036
inv | 15 | 0.027
o311a | 1 | 0.0048
nand4 | 8 | 0.024
o31ai | 5 | 0.018
conb | 1 | 0.0018
a31oi | 2 | 0.0061
a32o | 1 | 0.0048
nand2b | 7 | 0.021
clkbuf | 16 | 0.030
nand2 | 33 | 0.060
and2 | 4 | 0.012
a2111o | 1 | 0.0054
a21o | 1 | 0.0036
mux2i | 4 | 0.019
a221o | 1 | 0.0048
dfxtp | 21 | 0.20
nor3 | 5 | 0.012
o22ai | 4 | 0.012
a21oi | 26 | 0.063
power groups by stage:
stage	clock, µW	sequential [µW]	combinational, µW
4_1_cts	132	208	235
5_1_grt	139	214	271
6_report	130	209	235
worst max-delay path by stage:
stage,start,to,slack (ps),cells past startpoint
4_1_cts,tone[4],count[15]$_SDFFE_PP0P_,1060,12
5_1_grt,tone[4],count[16]$_SDFFE_PP0P_,760,13
6_report,tone[4],count[15]$_SDFFE_PP0P_,1080,12
metal layers:
metal / track usage / share of wire
met1: 0.246 / 0.53
met2: 0.205 / 0.42
met3: 0.00592 / 0.041
met4: 0.0154 / 0.0048
met5: 0 / 0
worst min-delay path, stage by stage, from the launching register on:
cell and delay, ps:
dfxtp_1 320, nand2_1 50, o21ai_1 50
cell type report:
class / instances / area, µm²
clock buffer: 3 / 41.3
clock inverter: 1 / 30.0
fill: 666 / 4240
inverter: 15 / 56.3
multi-input combinational: 236 / 1500
sequential: 22 / 450
tap: 77 / 96.3
timing repair buffer: 10 / 90.1
cell families (layout without fill, tap and decap cells):
kind of cell,after synthesis,count (layout),share of synthesized area
AND-OR/OR-AND,92,92,0.273
multiplexers,5,5,0.0248
buffers and inverters,32,29,0.0605
AND/OR/NAND/NOR,112,112,0.265
flip-flops,22,22,0.218
other,1,1,0.00181
adder cells (fa/ha/maj),26,26,0.157
flip-flops by register name, indices dropped and copies added, names as in the netlist:
signal,flops
audio_out,1
count,21
through the flow:
stage | area, µm² | hold slack [ps] | utilization | setup WS [ps]
2_1_floorplan | 2070 | 426 | - | 1830
3_3_place_gp | 2190 | 444 | 0.337 | 800
3_5_place_dp | 2190 | 445 | 0.337 | 775
4_1_cts | 2260 | 455 | 0.348 | 1060
5_1_grt | 2260 | 484 | 0.348 | 761
6_report | 2260 | 451 | 0.348 | 1080
Power and IR drop assume default switching activity.
